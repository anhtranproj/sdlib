### flow/run.sh
#!/bin/bash
# OpenROAD 26Q1-2900-gdf79404cd8, Yosys 0.63+post, stock flow scripts
make -C /OpenROAD-flow-scripts/flow DESIGN_CONFIG=/design/flow/config.mk WORK_HOME=/design/flow/orfs finish
### flow/config.mk
export PLATFORM = sky130hd
export DESIGN_NAME = sdhf_iofull
export DESIGN_NICKNAME = sdhf_iofull
export VERILOG_FILES = /design/flow/design.v
export SDC_FILE = /design/flow/constraint.sdc
export NUM_CORES = 4
export LEC_CHECK = 1
export CORE_AREA = 10 10 350 350
export DIE_AREA = 0 0 360 360
### flow/constraint.sdc
current_design sdhf_iofull

set clk_period 4.5
set clk_io_pct 0.2

create_clock -name clk0 -period $clk_period [get_ports {clk}]

set non_clock_inputs [all_inputs -no_clocks]
set_input_delay [expr $clk_period * $clk_io_pct] -clock clk0 $non_clock_inputs
set_output_delay [expr $clk_period * $clk_io_pct] -clock clk0 [all_outputs]
### flow/design.v
module sd_input
  #(parameter width = 8)
  (
   input              clk,
   input              reset,
   input              c_srdy,
   output reg         c_drdy,
   input [width-1:0]  c_data,
   output reg         ip_srdy,
   input              ip_drdy,
   output reg [width-1:0] ip_data
   );
  reg 	  load;
  reg 	  drain;
  reg 	  occupied, nxt_occupied;
  reg [width-1:0] hold, nxt_hold;
  reg 		  nxt_c_drdy;
  always @*
    begin
      nxt_hold = hold;
      nxt_occupied = occupied;
      drain = occupied & ip_drdy;
      load = c_srdy & c_drdy & (!ip_drdy | drain);
      if (occupied)
	ip_data = hold;
      else
	ip_data = c_data;
      ip_srdy = (c_srdy & c_drdy) | occupied;
      if (load)
	begin
	  nxt_hold = c_data;
	  nxt_occupied =  1;
	end
      else if (drain)
	nxt_occupied = 0;
      nxt_c_drdy = (!occupied & !load) | (drain & !load);
    end
  always @(posedge clk)
    begin
      hold <=  nxt_hold;  
      if (reset)
	begin
	  occupied <=  0;
	  c_drdy   <=  0;
	end
      else
	begin
	  occupied <=  nxt_occupied;
	  c_drdy   <=  nxt_c_drdy;
	end  
    end  
endmodule
module sd_output
  #(parameter width = 8)
  (
   input              clk,
   input              reset,
   input              ic_srdy,
   output reg         ic_drdy,
   input [width-1:0]  ic_data,
   output reg         p_srdy,
   input              p_drdy,
   output reg [width-1:0] p_data
   );
    assign ic_drdy = ~p_srdy | p_drdy;
    always @(posedge clk) begin
        if (reset) 
            p_srdy <= 1'b0;
        else if (ic_srdy)
            p_srdy <= 1'b1;
        else if (ic_drdy)
            p_srdy <= 1'b0;
    end
    always @(posedge clk) begin
        if (ic_srdy & ic_drdy)
            p_data <= ic_data;
    end
endmodule  
module sdhf_input
  #(parameter width = 256,
    parameter block = 32,
    parameter ctlfan = 8)
  (
   input                   clk,
   input                   reset,
   input [ctlfan-1:0]      c_hfsrdy,
   output reg [ctlfan-1:0] c_hfdrdy,
   input [width-1:0]       c_data,
   output reg [ctlfan-1:0] ip_hfsrdy,
   input [ctlfan-1:0]      ip_hfdrdy,
   output reg [width-1:0]  ip_data
   );
  genvar                   hf;
  generate for (hf=0; hf<ctlfan; hf++) begin : LOOP
    if (hf == (ctlfan-1))
      begin : lastblock
        sd_input #(.width(width-block*(ctlfan-1))) lblock
          (
           .clk                         (clk),
           .reset                       (reset),
           .c_drdy                      (c_hfdrdy[hf]),
           .c_srdy                      (c_hfsrdy[hf]),
           .c_data                      (c_data[width-1:block*hf]),
           .ip_srdy                     (ip_hfsrdy[hf]),
           .ip_data                     (ip_data[width-1:block*hf]),
           .ip_drdy                     (ip_hfdrdy[hf]));
       end
    else
      begin : fanblock
        sd_input #(.width(block)) fblock
          (
           .clk                         (clk),
           .reset                       (reset),
           .c_drdy                      (c_hfdrdy[hf]),
           .c_srdy                      (c_hfsrdy[hf]),
           .c_data                      (c_data[block*(hf+1)-1:block*hf]),
           .ip_srdy                     (ip_hfsrdy[hf]),
           .ip_data                     (ip_data[block*(hf+1)-1:block*hf]),
           .ip_drdy                     (ip_hfdrdy[hf]));
      end  
  end  
  endgenerate
endmodule  
module sdhf_iofull
  #(parameter width = 256,
    parameter block = 32,
    parameter ctlfan = 8,
    parameter isinput = 0)
  (
   input                   clk,
   input                   reset,
   input [ctlfan-1:0]      c_hfsrdy,
   output reg [ctlfan-1:0] c_hfdrdy,
   input [width-1:0]       c_data,
   output reg [ctlfan-1:0] p_hfsrdy,
   input [ctlfan-1:0]      p_hfdrdy,
   output reg [width-1:0]  p_data
   );
  logic [ctlfan-1:0]   i_hfsrdy, i_hfdrdy;
  logic [width-1:0]    i_data;
  generate if (isinput == 1)
    begin : input_type
      sdhf_output #(.width(width), .block(block), .ctlfan(ctlfan)) in
        (
         .clk                               (clk),
         .reset                             (reset),
         .ic_hfsrdy                           (c_hfsrdy),
         .ic_hfdrdy                           (c_hfdrdy),
         .ic_data                           (c_data),
         .p_hfsrdy                            (i_hfsrdy),
         .p_hfdrdy                            (i_hfdrdy),
         .p_data                            (i_data)
         );
      sdhf_input #(.width(width), .block(block), .ctlfan(ctlfan)) out
        (
         .clk                               (clk),
         .reset                             (reset),
         .c_hfsrdy                            (i_hfsrdy),
         .c_hfdrdy                            (i_hfdrdy),
         .c_data                            (i_data),
         .ip_hfsrdy                           (p_hfsrdy),
         .ip_hfdrdy                           (p_hfdrdy),
         .ip_data                           (p_data)
         );
    end  
  else
    begin : output_type
      sdhf_input #(.width(width), .block(block), .ctlfan(ctlfan)) in
        (
         .clk                               (clk),
         .reset                             (reset),
         .c_hfsrdy                            (c_hfsrdy),        
         .c_hfdrdy                            (c_hfdrdy),
         .c_data                            (c_data),
         .ip_hfsrdy                           (i_hfsrdy),
         .ip_hfdrdy                           (i_hfdrdy),
         .ip_data                           (i_data)
         );
      sdhf_output #(.width(width), .block(block), .ctlfan(ctlfan)) out
        (
         .clk                               (clk),
         .reset                             (reset),
         .ic_hfsrdy                           (i_hfsrdy),
         .ic_hfdrdy                           (i_hfdrdy),
         .ic_data                           (i_data),
         .p_hfsrdy                            (p_hfsrdy),
         .p_hfdrdy                            (p_hfdrdy),         
         .p_data                            (p_data)
         );
    end  
  endgenerate
endmodule
module sdhf_output
  #(parameter width = 256,
    parameter block = 32,
    parameter ctlfan = 8)
  (
   input                   clk,
   input                   reset,
   input [ctlfan-1:0]      ic_hfsrdy,
   output reg [ctlfan-1:0] ic_hfdrdy,
   input [width-1:0]       ic_data,
   output reg [ctlfan-1:0] p_hfsrdy,
   input [ctlfan-1:0]      p_hfdrdy,
   output reg [width-1:0]  p_data
   );
  genvar                   hf;
  generate for (hf=0; hf<ctlfan; hf++) begin : LOOP
    if (hf == (ctlfan-1))
      begin : lastblock
        sd_output #(.width(width-block*(ctlfan-1))) lblock
          (
           .clk                         (clk),
           .reset                       (reset),
           .ic_drdy                      (ic_hfdrdy[hf]),
           .ic_srdy                      (ic_hfsrdy[hf]),
           .ic_data                      (ic_data[width-1:block*hf]),
           .p_srdy                     (p_hfsrdy[hf]),
           .p_data                     (p_data[width-1:block*hf]),
           .p_drdy                     (p_hfdrdy[hf]));
       end
    else
      begin : fanblock
        sd_output #(.width(block)) fblock
          (
           .clk                         (clk),
           .reset                       (reset),
           .ic_drdy                      (ic_hfdrdy[hf]),
           .ic_srdy                      (ic_hfsrdy[hf]),
           .ic_data                      (ic_data[block*(hf+1)-1:block*hf]),
           .p_srdy                     (p_hfsrdy[hf]),
           .p_data                     (p_data[block*(hf+1)-1:block*hf]),
           .p_drdy                     (p_hfdrdy[hf]));
      end  
  end  
  endgenerate
endmodule  
==> out/results.ini <==
[worst_setup_path]
path_class=register to output port
cp_num_buf_inv=1
path_max_fanout=1
endpoint_kind=output port
arrival_ns=1.70
cp_cell_sequence=clkdlybuf4s50_1
critPathRequiredTime_ns=3.60
r2r_cells=3
critPathSlowestCell=clkdlybuf4s50_1
crit_family=buffers and inverters
startpoint_type=register
slowest_delay_ns=0.56
cp_num_cells=1

[floorplanning]
die-area_um2=130000
fp.dieH_um=360
fp_util_pct=18.2
fp.dieW_um=360
rows=124
fp.coreArea_um2=115000
ioPinCount=546

[timing]
slew_violations=0
grt_setup_unrepaired=false
hold_viol=0
slew_headroom_pct=35.1
layout_min_cycle_time_ns=2.60
fin_skew_ns=0.0204
fmaxAchievable_mhz=384
fin_tns_setup_ns=0
worstMarginPinSlew_ns=0.973
finalCritPeriodShare_pct=57.8
setup_viol=0

[placed_design]
dp.cells=2952
place_hpwl_um=44900
place_congestion=0.871
portBuffers=545

[grt]
overflow=0
grt_antenna_before_repair=24
grt.total_usage_pct=9.01
grt_pass1_wl_um=83900
grt_pass1_vias=11600
grt_max_degree=36

[clock_tree]
clkLatencyLatePin_ns=0.63
cts_tree=done
ctsResizeCount=0
cts_buffer_depth=3
cts.clk_slew.worst_paths_ns=0.06
postCtsSetupRepairBufs=0
cts_root_buffer=clkbuf_16
cts_buffers=59
clock-sinks=536
htreeDepth=2
ctsHoldBuffers=0

[logic_synthesis]
ff_type=edfxtp_1
largest_area_cell=edfxtp_1
yosys_warnings=3
area_leaders=edfxtp_1, mux2_4, buf_12
common_cells=edfxtp_1, mux2_4, mux2_2
synthCells=922
syn-cell-area_um2=20800
edf_count=512
synth_flops=536
synthArstFlopShare_pct=0
yosys_area_um2=20800
yosysSeqAreaShare_pct=76.2
yosys.area.top_type_share_pct=73.9
synth_cell_type_count=21
avgSynthCellArea_um2=22.6
yosys_cells=922
synth.most_common_cell=edfxtp_1

[final_layout]
final-instance-count-excl-fill=3068
layout-drive-gt1-share_pct=26.3
areaGrowthSynthToFinish_pct=42.8

[route]
drc_errors=0
num_vias=10600
wl_um=58600
dr.pass1.iters=4
drtIter0Drc=467
viasPerCell=3.47
ant_nets=0
avgRoutedWirePerCell_um=19.1

[power]
power_frac_clock_pct=42.9
irDropWorstVdd_v=0.000332
pwr-share-comb_pct=7.1
p_switching_mw=2.32
pwr-share-seq_pct=50.0
p_sw_share_pct=20.4
power_density_nw_per_um2=383
power.leakage_nw=9.96
power.internal_mw=9.07

[status]
status=complete, no violations

[run]
cap_violations=0
warnings=25

[worst_hold_path]
holdPathStages=1
min_path_type=register to register

[placed cells by master (no fill, tap or decap)]
| cell type | instances |
|---|---|
| clkdlybuf4s50_1 | 545 |
| edfxtp_1 | 512 |
| mux2_4 | 222 |
| clkbuf_16 | 61 |
| mux2_2 | 34 |
| buf_4 | 23 |
| a21oi_1 | 21 |
| dfxtp_1 | 16 |
| nor2_4 | 10 |
| clkinv_2 | 10 |
| clkbuf_1 | 10 |
| nor3_1 | 8 |
| dfxtp_2 | 8 |
| diode_2 | 7 |
| bufinv_16 | 7 |
| o21ba_2 | 6 |
| inv_6 | 6 |
| clkinv_1 | 6 |
| and2b_2 | 5 |
| inv_1 | 5 |
| a31oi_4 | 5 |
| o211a_1 | 4 |
| clkinv_4 | 4 |
| clkinvlp_4 | 4 |
| nor2b_1 | 3 |
| nor2_1 | 3 |
| nand2_1 | 3 |
| a31oi_1 | 3 |
| o21ba_1 | 2 |
| o211a_2 | 1 |
| nor2_2 | 1 |
| clkinv_8 | 1 |
[routing by layer]
layer  global-route usage, %  vias up  part of all wire [%]
met4                    1.70       30                   2.2
met2                    13.2      566                    43
met3                    7.70      116                    18
met1                    10.0     5121                    36
li1                        -     4807                     -
met5                       0        -                  0.33
[kinds of logic after synthesis]
kind of cell | synth area share [%]
and+or+nand+nor | 0.799
muxes | 17.9
DFF | 76.2
buffers and inverters | 3.45
AOI/OAI and AO/OA | 1.73
[final timing paths]
kind,startpoint,to,slack [ns]
setup / recovery,output_type.out.LOOP[4].fanblock.fblock.p_data[31]$_DFFE_PP_,p_data[159],1.90
hold / removal,output_type.in.LOOP[6].fanblock.fblock.hold[11]$_DFFE_PP_,output_type.out.LOOP[6].fanblock.fblock.p_data[11]$_DFFE_PP_,0.54
setup reg to reg,output_type.in.LOOP[2].fanblock.fblock.occupied$_SDFFE_PP0P_,output_type.out.LOOP[2].fanblock.fblock.p_data[9]$_DFFE_PP_,2.36
hold reg to reg,output_type.in.LOOP[6].fanblock.fblock.hold[11]$_DFFE_PP_,output_type.out.LOOP[6].fanblock.fblock.p_data[11]$_DFFE_PP_,0.54
[area by class of cell]
type,count,area [um^2]
fill,11400,84800
antenna,7,17.5
timing repair buffer,568,5630
multi-input combinational,331,4320
clock inverter,38,417
tap,1512,1890
sequential,536,15900
clock buffer,71,1560
inverter,5,18.8
[worst register-to-register path, cell delays in order (launching register included)]
cell and delay [ns]:
dfxtp_2 0.31, buf_4 0.51, a21oi_1 0.18, nor2_4 0.75
[power by group through the flow]
stage / logic [mW] / registers (mW) / clock network (mW)
4_1_cts: 0.833 / 5.70 / 5.08
5_1_grt: 0.877 / 5.71 / 5.28
6_report: 0.811 / 5.69 / 4.89
[state kept, by name, summed over array words and instances, names as in the netlist]
signal	flops
output_type.out.LOOP.lastblock.lblock.p_data	32
output_type.in.LOOP.fanblock.fblock.occupied	7
output_type.in.LOOP.lastblock.lblock.occupied	1
output_type.out.LOOP.fanblock.fblock.p_srdy	7
output_type.in.LOOP.lastblock.lblock.hold	32
output_type.in.LOOP.fanblock.fblock.hold	224
output_type.in.LOOP.lastblock.lblock.c_drdy	1
output_type.out.LOOP.lastblock.lblock.p_srdy	1
output_type.out.LOOP.fanblock.fblock.p_data	224
output_type.in.LOOP.fanblock.fblock.c_drdy	7
[per-stage QoR]
step | setup slack, ns | hold WS, ns | total power [mW] | utilization (%) | cell area, um^2
CTS | 1.76 | 0.541 | 11.6 | 25.9 | 29700
global route | 1.72 | 0.557 | 11.9 | 25.9 | 29700
finish | 1.90 | 0.543 | 11.4 | 26.0 | 29700
global placement | 1.66 | 0.528 | 6.62 | 24.2 | 27700
detailed placement | 1.63 | 0.532 | 6.63 | 24.2 | 27700
floorplan | 1.55 | 0.486 | 6.01 | - | 20800
Power is estimated from default activity; no workload was simulated.
