**design/flow/run.sh**
```bash
#!/bin/bash
# OpenROAD 26Q1-2900-gdf79404cd8, Yosys 0.63+post, stock flow scripts
make -C /OpenROAD-flow-scripts/flow DESIGN_CONFIG=/design/flow/config.mk WORK_HOME=/design/flow/orfs finish
```
**design/flow/config.mk**
```make
export PLATFORM = sky130hd
export DESIGN_NAME = sd_fifo_s
export DESIGN_NICKNAME = sd_fifo_s
export VERILOG_FILES = /design/flow/design.v
export SDC_FILE = /design/flow/constraint.sdc
export NUM_CORES = 4
export LEC_CHECK = 1
export CORE_UTILIZATION = 50
```
**design/flow/constraint.sdc**
```tcl
current_design sd_fifo_s

set clk_period 3.7
set clk_io_pct 0.2

create_clock -name clk0 -period $clk_period [get_ports {c_clk}]
create_clock -name clk1 -period $clk_period [get_ports {p_clk}]

set non_clock_inputs [all_inputs -no_clocks]
set_input_delay [expr $clk_period * $clk_io_pct] -clock clk0 $non_clock_inputs
set_output_delay [expr $clk_period * $clk_io_pct] -clock clk0 [all_outputs]
```
**design/flow/design.v**
```verilog
module sd_fifo_head_s
  #(parameter depth=16,
    parameter async=0,
    parameter asz=$clog2(depth)
    )
    (
     input       clk,
     input       reset,
     input       c_srdy,
     output      c_drdy,
     output reg [asz:0] wrptr_head,
     output [asz-1:0]   wr_addr,
     output reg         wr_en,
     input [asz:0]      rdptr_tail,
     output reg [asz:0] c_usage
     );
  reg [asz:0]           wrptr, nxt_wrptr;
  reg [asz:0]           wrptr_p1;
  reg                   full;
  wire [asz:0]          rdptr;
  assign c_drdy = !full;
  assign wr_addr = wrptr[asz-1:0];
  always @*
    begin
      wrptr_p1 = wrptr + 1;
      full = ((wrptr[asz-1:0] == rdptr[asz-1:0]) && 
              (wrptr[asz] == ~rdptr[asz]));
      if (c_srdy & !full)
        nxt_wrptr = wrptr_p1;
      else
        nxt_wrptr = wrptr;
      wr_en = (c_srdy & !full);
      if (wrptr[asz] == rdptr[asz])
        c_usage = wrptr - rdptr;
      else
        c_usage = (wrptr[asz-1:0] + depth) - rdptr[asz-1:0];  
    end
  generate if (async == 0)
    begin : sync_wptr                     
      always @(posedge clk or posedge reset)
        begin
          if (reset)
            wrptr <= #1 0;
          else
            wrptr <= #1 nxt_wrptr;
        end  
      always @*
        wrptr_head = wrptr;
    end  
  else
    begin : async_wptr
      always @(posedge clk or posedge reset)
        begin
          if (reset)
            wrptr_head <= #1 0;
          else
            wrptr_head <= #1 bin2grey (nxt_wrptr);
        end
      always @*
        wrptr = grey2bin(wrptr_head);
    end
  endgenerate
  function [asz:0] bin2grey;
    input [asz:0] bin_in;
    integer       b;
    begin
      bin2grey[asz] = bin_in[asz];
      for (b=0; b<asz; b=b+1)
        bin2grey[b] = bin_in[b] ^ bin_in[b+1];  
    end
  endfunction  
  function [asz:0] grey2bin;
    input [asz:0] grey_in;
    integer       b;
    begin
      grey2bin[asz] = grey_in[asz];
      for (b=asz-1; b>=0; b=b-1)
        grey2bin[b] = grey_in[b] ^ grey2bin[b+1];  
    end
  endfunction
  assign rdptr = (async)? grey2bin(rdptr_tail) : rdptr_tail;
endmodule
module sd_fifo_s
  #(parameter width=8,
    parameter depth=16,
    parameter async=0,
    parameter asz=$clog2(depth)
    )
    (
     input       c_clk,
     input       c_reset,
     input       c_srdy,
     output      c_drdy,
     input [width-1:0] c_data,
     output [asz:0]    c_usage,
     input       p_clk,
     input       p_reset,
     output      p_srdy,
     input       p_drdy,
     output  [width-1:0] p_data,
     output [asz:0]      p_usage
     );
  wire                  rd_en;
  wire [asz:0]          rdptr_tail, rdptr_tail_sync;
  wire                  wr_en;
  wire [asz:0]          wrptr_head, wrptr_head_sync;
  wire [asz-1:0]        rd_addr, wr_addr;
  behave2p_mem #(.width(width), .depth(depth)) mem2p
    (.d_out (p_data),
     .wr_en (wr_en),
     .rd_en (rd_en),
     .wr_clk (c_clk),
     .wr_addr (wr_addr),
     .rd_clk  (p_clk),
     .rd_addr (rd_addr),
     .d_in    (c_data));
  sd_fifo_head_s #(.depth(depth), .async(async)) head
    (
     .c_drdy                            (c_drdy),
     .wrptr_head                        (wrptr_head),
     .wr_en                             (wr_en),
     .wr_addr                           (wr_addr),
     .c_usage                           (c_usage),
     .clk                               (c_clk),
     .reset                             (c_reset),
     .c_srdy                            (c_srdy),
     .rdptr_tail                        (rdptr_tail_sync));
  sd_fifo_tail_s #(.depth(depth), .async(async)) tail
    (
     .rdptr_tail                        (rdptr_tail),
     .rd_en                             (rd_en),
     .rd_addr                           (rd_addr),
     .p_srdy                            (p_srdy),
     .p_usage                           (p_usage),
     .clk                               (p_clk),
     .clken                             (1'b1),
     .reset                             (p_reset),
     .wrptr_head                        (wrptr_head_sync),
     .p_drdy                            (p_drdy));
  generate
    if (async)
      begin : gen_sync
        reg [asz:0] hgff_r_sync1, hgff_r_sync2;
        reg [asz:0] hgff_w_sync1, hgff_w_sync2;
        always @(posedge p_clk)
          begin
            hgff_w_sync1 <= #1 wrptr_head;
            hgff_w_sync2 <= #1 hgff_w_sync1;
          end
        always @(posedge c_clk)
          begin
            hgff_r_sync1 <= #1 rdptr_tail;
            hgff_r_sync2 <= #1 hgff_r_sync1;
          end
        assign wrptr_head_sync = hgff_w_sync2;
        assign rdptr_tail_sync = hgff_r_sync2;
      end
    else
      begin : gen_nosync
        assign wrptr_head_sync = wrptr_head;
        assign rdptr_tail_sync = rdptr_tail;
      end
  endgenerate   
endmodule  
module sd_fifo_tail_s
  #(parameter depth=16,
    parameter async=0,
    parameter asz=$clog2(depth)
    )
    (
     input              clk,
     input              clken,
     input              reset,
     input [asz:0]      wrptr_head,
     output reg [asz:0] rdptr_tail,
     output reg         rd_en,
     output [asz-1:0]   rd_addr,
     output reg         p_srdy,
     input              p_drdy,
     output reg [asz:0] p_usage
     );
  reg [asz:0]           rdptr;
  reg [asz:0]           nxt_rdptr;
  reg [asz:0]           rdptr_p1;
  reg                   nxt_p_srdy;
  wire [asz:0]          wrptr;
  assign rd_addr = nxt_rdptr[asz-1:0];
  always @*
    begin
      rdptr_p1 = rdptr + 1;
      if (p_drdy & p_srdy)
        nxt_rdptr = rdptr_p1;
      else
        nxt_rdptr = rdptr;
      nxt_p_srdy = (wrptr != nxt_rdptr);
      rd_en = clken & nxt_p_srdy & ~(p_srdy & ~p_drdy);
      if (wrptr[asz] == rdptr[asz])
        p_usage = wrptr - rdptr;
      else
        p_usage = (wrptr[asz-1:0] + depth) - rdptr[asz-1:0];  
    end
  always @(posedge clk or posedge reset)
    begin
      if (reset)
        begin
          p_srdy  <= #1 0;
        end
      else if (clken)
        begin
          p_srdy <= #1 nxt_p_srdy;
        end  
    end  
  generate if (async == 0)
    begin : sync_rptr                     
      always @(posedge clk or posedge reset)
        begin
          if (reset)
            rdptr <= #1 0;
          else if (clken)
            rdptr <= #1 nxt_rdptr;
        end  
      always @*
        rdptr_tail = rdptr;
    end  
  else
    begin : async_rptr
      always @(posedge clk or posedge reset)
        begin
          if (reset)
            rdptr_tail <= #1 0;
          else if (clken)
            rdptr_tail <= #1 bin2grey (nxt_rdptr);
        end
      always @*
        rdptr = grey2bin(rdptr_tail);
    end
  endgenerate
  function [asz:0] bin2grey;
    input [asz:0] bin_in;
    integer       b;
    begin
      bin2grey[asz] = bin_in[asz];
      for (b=0; b<asz; b=b+1)
        bin2grey[b] = bin_in[b] ^ bin_in[b+1];  
    end
  endfunction  
  function [asz:0] grey2bin;
    input [asz:0] grey_in;
    integer       b;
    begin
      grey2bin[asz] = grey_in[asz];
      for (b=asz-1; b>=0; b=b-1)
        grey2bin[b] = grey_in[b] ^ grey2bin[b+1];  
    end
  endfunction
  assign wrptr = (async)? grey2bin(wrptr_head) : wrptr_head;
endmodule  
module behave2p_mem
  #(parameter width=8,
    parameter depth=256,
    parameter addr_sz=$clog2(depth),
    parameter reg_rd_addr=1)
  ( 
  d_out,
  wr_en, rd_en, wr_clk, rd_clk, d_in, rd_addr, wr_addr
  );
  input        wr_en, rd_en, wr_clk;
  input        rd_clk;
  input [width-1:0] d_in;
  input [addr_sz-1:0] rd_addr, wr_addr;
  output [width-1:0]  d_out;
  logic [addr_sz-1:0] r_addr;
  reg [width-1:0]   array[0:depth-1];
  always @(posedge wr_clk)
    begin
      if (wr_en)
        begin
          array[wr_addr] <= #1 d_in;    
        end
    end
  generate if (reg_rd_addr == 1)
    begin : gen_reg_rd
      always @(posedge rd_clk)
        begin
          if (rd_en)
            begin
              r_addr <= #1 rd_addr;
            end
        end  
    end
  else
    begin : gen_noreg_rd
      assign r_addr = rd_addr;
    end
  endgenerate
  assign d_out = array[r_addr];  
endmodule
```
==> results.cfg <==
; physical design summary
[outcome]
status = completed

[synthesis]
synth-xor-area-share = 0.0283
total_number_of_yosys_warnings = 3
ys_sh_simple = 0.0385
synthCells = 305
synth.lib_cells_used.distinct = 33
aoi_share = 0.0311
area_leaders = sky130_fd_sc_hd__edfxtp_1 67%, sky130_fd_sc_hd__mux4_2 6.9%, sky130_fd_sc_hd__mux4_1 6.3%, sky130_fd_sc_hd__dfrtp_1 4.7%, sky130_fd_sc_hd__a22oi_1 2.0%
netlist_top_cells_count = 132 x sky130_fd_sc_hd__edfxtp_1, 18 x sky130_fd_sc_hd__mux4_2, 17 x sky130_fd_sc_hd__nand2_1, 16 x sky130_fd_sc_hd__a22oi_1, 14 x sky130_fd_sc_hd__mux4_1
syn_area_um2 = 5880
netlist_logic_family_top = multiplexers
ys_ff = 143
mux_area_frac = 0.131
yosys.area.top_type_share = 0.674
asyncSetResetFlopFracSynth = 0.0769
post-synth-top-area-cell = sky130_fd_sc_hd__edfxtp_1
synth-edff-count = 132
fa_ha_area_frac = 0.0226
synthFlopType = sky130_fd_sc_hd__edfxtp_1
yosys.cell_count.top_type = sky130_fd_sc_hd__edfxtp_1
synth_area_per_cell_um2 = 19.3
yosysCellCount = 305
synth_seq_share = 0.721
yosys_area_um2 = 5880

[clocking]
cts_num_sinks = 143
clkSlewWorstSetupHoldPaths_ns = 0.05
cts_tree = yes
quantity_of_hold_fixing_buffers_added_after_cts = 0
cts_setup_buffers = 0
number_of_gates_resized_after_cts = 0

[setup_path]
crit_path_top_delay_cell = sky130_fd_sc_hd__clkdlybuf4s50_1
crit_type = flop to output pin
sequence_of_cells_on_the_critical_path = inv_1, ha_1, inv_1, fa_1, a21o_1, a21oi_1, xor2_1, clkdlybuf4s50_1
worstSetupEndpointType = output pin
worst-endpoint-required_ns = 2.96
crit_path_frequent_cell = sky130_fd_sc_hd__inv_1
critical_path.n_buffers_inverters = 3
worst-path-max-fanout = 5
worstSetupStartpointType = flop
cpLargestDelayFamily = buffers and inverters
critical-path-max-stage-delay_ns = 0.50
crit_arrival_ns = 2.65

[power_and_ir_drop]
part_of_the_total_power_dissipated_in_combinational_logic = 0.336
p_seq_frac = 0.361
netSwitchingFraction = 0.282
power.switching_mw = 1.71
p_int_mw = 4.36
power_density_of_the_placed_cells_nw_per_um2 = 858
p_clk_frac = 0.303
vdd.ir_drop.worst_v = 0.000720
p_leak_nw = 2.48

[routing]
wl_per_cell_um = 21.6
route.vias.total = 2925
drt_iter0_drc = 161
postRouteAntennaNets = 0
wl_final_um = 11100
antennaDiodeCount = 0
drcViolationCount = 0
drtPass1Iterations = 4
detail_route.vias_per_cell = 5.67

[floorplan]
core-area_um2 = 11400
row_count = 39
die_area_um2 = 12200
die_height_um = 110
die_w_um = 110
ports = 34
floorplan.initialDensity = 0.515

[cells_and_area]
register_area_um2 = 4240
area_of_combinational_cells_with_multiple_inputs_um2 = 1480
area_added_between_synthesis_and_finish_pct = 20.4
final_area_um2 = 7080
fillers = 803
drive_gt1_frac = 0.188

[flow_run]
openroad.warnings = 29
maxCapViolations = 0

[place]
gp_routability_congestion = 0.820
placement.io_buffers = 32
placedInstanceArea_um2 = 6410
hpwlAfterDp_um = 7060

[timing]
final-max-slew-violation-count = 0
timing.final.hold_violations = 0
slew_headroom = 0.481
setup_repair_after_global_routing_missed_its_margin = false
fin_worst_skew_ns = 0.00402
final-setup-viol-count = 0
max_slew.worst_pin.slew_ns = 0.777
tns_ns = 0

[grt]
number_of_antenna_violations_at_the_first_check_in_global_routing = 0
number_of_global_route_vias_before_repair = 3177
grt_util_all_layers = 0.215
globalRoute.totalOverflow = 0
global_route_wire_length_before_repair_um = 17500
grt_max_degree = 33

[min_path]
worst_hold_path_type = flop to flop
cells in the final DEF, fill, tap and decap left out, types with 4 or more instances in the layout:
cell type,count
sky130_fd_sc_hd__clkbuf_16,20
sky130_fd_sc_hd__mux4_1,14
sky130_fd_sc_hd__a22oi_1,16
sky130_fd_sc_hd__dfrtp_1,11
sky130_fd_sc_hd__xor2_1,6
sky130_fd_sc_hd__inv_1,10
sky130_fd_sc_hd__clkdlybuf4s50_1,32
sky130_fd_sc_hd__xnor2_1,13
sky130_fd_sc_hd__nand2_1,17
sky130_fd_sc_hd__edfxtp_1,132
sky130_fd_sc_hd__nand4_1,4
sky130_fd_sc_hd__nor2_1,13
sky130_fd_sc_hd__nor3_1,4
sky130_fd_sc_hd__buf_4,15
sky130_fd_sc_hd__mux4_2,18
sky130_fd_sc_hd__ha_1,9
sky130_fd_sc_hd__clkinv_2,6
cell families (layout without fill, tap and decap cells):
logic type | Yosys count | after routing
xor gates and xnor gates | 19 | 19
muxes | 32 | 32
and+or+nand+nor | 49 | 49
adders and majority gates | 10 | 10
DFF | 143 | 143
buffers and inverters | 27 | 95
AOI/OAI and AO/OA | 25 | 25
stage by stage:
step                      power, mW  utilization  cells  setup WS (ns)  hold slack (ns)
after floorplan                3.43            -    305           1.26            0.461
after global placement         4.28        0.561    480          0.747            0.480
after detailed placement       4.30        0.561    480          0.715            0.479
after CTS                      6.13        0.620    516          0.280            0.488
after global routing           6.41        0.620    516          0.122            0.492
final                          6.07        0.620    516          0.309            0.478
layout make-up:
class,count,share of cell area
Sequential cell,143,0.599
Multi-Input combinational cell,135,0.209
Clock buffer,20,0.0707
Timing Repair Buffer,49,0.0668
Tap cell,143,0.0253
Clock inverter,16,0.0237
Inverter,10,0.00530
worst paths after layout:
kind / to / from / cells after the start / slack, ns
worst max-delay path: c_usage[4] / head.wrptr[0] / 8 / 0.31
worst min-delay path: tail.rdptr[4] / tail.rdptr[4] / 1 / 0.48
worst max register to register: mem2p.array[12][6] / head.wrptr[3] / 6 / 1.18
worst min register to register: tail.rdptr[4] / tail.rdptr[4] / 1 / 0.48
max in group clk1: mem2p.r_addr[0] / p_drdy / 5 / 1.22
max in group asynchronous: tail.rdptr[2] / p_reset / 2 / 2.79
min in group clk0: head.wrptr[4] / head.wrptr[4] / 1 / 0.51
min in group asynchronous: head.wrptr[4] / c_reset / 2 / 0.55
power groups by stage:
stage | registers (mW) | logic, mW | clock network, mW
6_report | 2.19 | 2.04 | 1.84
4_1_cts | 2.20 | 2.08 | 1.86
5_1_grt | 2.23 | 2.25 | 1.94
registers in the layout (all words and copies together), names as in the netlist:
register      flops
tail.rdptr        5
head.wrptr        5
tail.p_srdy       1
mem2p.r_addr      4
mem2p.array     128
metal layers:
layer,vias to the layer above,wire length [µm],track usage
met2,113,5430,0.315
met3,19,1030,0.112
met1,1460,4500,0.339
met5,-,0,0
li1,1333,-,-
met4,0,165,0.0302
Power and IR drop assume default switching activity.
